==> /design/flow/design.v <==
module bl_mask_8_32 (
	input [1:0] addr,
	input [1:0] conf,
	output [3:0] mask
);
	wire c32, c16, c8;
	assign c32 = !conf[1] && !conf[0];
	assign c16 = !conf[1] && conf[0];
	assign c8 = conf[1] && !conf[0];
	wire q1_en, q2_en, q3_en, q4_en;
	assign q1_en = ((c32) || (c16 && !addr[0]) || (c8 && !addr[1] && !addr[0]));
	assign q2_en = ((c32) || (c16 && !addr[0]) || (c8 && !addr[1] && addr[0]));
	assign q3_en = ((c32) || (c16 && addr[0]) || (c8 && addr[1] && !addr[0]));
	assign q4_en = ((c32) || (c16 && addr[0]) || (c8 && addr[1] && addr[0]));
	assign mask = { q4_en, q3_en, q2_en, q1_en };
endmodule
module input_shifter_8_32 (
	input [31:0] D,
	input [1:0] conf,
	output [31:0] din
);
	wire c32, c16, c8;
	assign c32 = !conf[1] && !conf[0];
	assign c16 = !conf[1] && conf[0];
	assign c8 = conf[1] && !conf[0];
	assign din [7:0] = D [7:0];
	assign din [15:8] = (c8) ? D[7:0] : D[15:8];
	assign din [23:16] = (c32) ? D[23:16] : D[7:0];
	assign din [31:24] = (c32) ? D[31:24] : ((c16) ? D[15:7] : D[7:0]);
endmodule
module output_shifter_8_32 (
	input [31:0] D,
	input [1:0] conf,
	input [1:0] addr,
	output [31:0] dout
);
	wire c32, c16, c8;
	assign c32 = !conf[1] && !conf[0];
	assign c16 = !conf[1] && conf[0];
	assign c8 = conf[1] && !conf[0];
	wire c16_h1, c16_h2;
	wire c8_q1, c8_q2, c8_q3;
	assign c16_h1 = c16 && !addr[0];
	assign c16_h2 = c16 && addr[0];
	assign c8_q1 = c8 && !addr[1] && !addr[0];
	assign c8_q2 = c8 && !addr[1] && addr[0];
	assign c8_q3 = c8 && addr[1] && !addr[0];
	assign c8_q4 = c8 && addr[1] && addr[0];
	assign dout[31:16] = D[31:16];
	assign dout[15:7] = (c16_h2) ? D[31:24] : D[15:7];
	assign dout[7:0] = (c16_h2 || c8_q3) ? D[23:16] : 
					((c8_q4) ? D[31:24] :
						((c8_q2) ? D[15:7] :
							D[7:0]						
						)
					); 
endmodule
`default_nettype none
module sram_1rw1r_32_256_8_sky130(
    clk0,csb0,web0,wmask0,addr0,din0,dout0,
    clk1,csb1,addr1,dout1
  );
  parameter NUM_WMASKS = 4 ;
  parameter DATA_WIDTH = 32 ;
  parameter ADDR_WIDTH = 8 ;
  parameter RAM_DEPTH = 1 << ADDR_WIDTH;
  parameter DELAY = 3 ;
  input  clk0;  
  input   csb0;  
  input  web0;  
  input [NUM_WMASKS-1:0]   wmask0;  
  input [ADDR_WIDTH-1:0]  addr0;
  input [DATA_WIDTH-1:0]  din0;
  output [DATA_WIDTH-1:0] dout0;
  input  clk1;  
  input   csb1;  
  input [ADDR_WIDTH-1:0]  addr1;
  output [DATA_WIDTH-1:0] dout1;
  reg  csb0_reg;
  reg  web0_reg;
  reg [NUM_WMASKS-1:0]   wmask0_reg;
  reg [ADDR_WIDTH-1:0]  addr0_reg;
  reg [DATA_WIDTH-1:0]  din0_reg;
  reg [DATA_WIDTH-1:0]  dout0;
  always @(posedge clk0)
  begin
    csb0_reg = csb0;
    web0_reg = web0;
    wmask0_reg = wmask0;
    addr0_reg = addr0;
    din0_reg = din0;
    dout0 = 32'bx;
   end
  reg  csb1_reg;
  reg [ADDR_WIDTH-1:0]  addr1_reg;
  reg [DATA_WIDTH-1:0]  dout1;
  always @(posedge clk1)
  begin
    csb1_reg = csb1;
    addr1_reg = addr1;
   end
reg [DATA_WIDTH-1:0]    mem [0:RAM_DEPTH-1];
  always @ (negedge clk0)
  begin : MEM_WRITE0
    if ( !csb0_reg && !web0_reg ) begin
        if (wmask0_reg[0])
                mem[addr0_reg][7:0] = din0_reg[7:0];
        if (wmask0_reg[1])
                mem[addr0_reg][15:8] = din0_reg[15:8];
        if (wmask0_reg[2])
                mem[addr0_reg][23:16] = din0_reg[23:16];
        if (wmask0_reg[3])
                mem[addr0_reg][31:24] = din0_reg[31:24];
    end
  end
  always @ (negedge clk0)
  begin : MEM_READ0
    if (!csb0_reg && web0_reg)
       dout0 <= #(DELAY) mem[addr0_reg];
  end
  always @ (negedge clk1)
  begin : MEM_READ1
    if (!csb1_reg)
       dout1 <= #(DELAY) mem[addr1_reg];
  end
endmodule
`default_nettype wire
module sram_ifc_8_32 (
	input clk,
	input [31:0] d_fabric_in,
	input csb,
	input web,
	input reb,
	input [9:0] addr_w, addr_r,
	input [1:0] conf,
	input out_reg,
	output [31:0] d_sram_in,
	output [3:0] w_mask,
	input [31:0] d_sram_out,
	output [31:0] d_fabric_out,
	output reg csb0_sync,
	output reg web0_sync,
	output reg csb1_sync,
	output [7:0] baseaddr_w_sync, baseaddr_r_sync
);
	wire [1:0] subaddr_w_sync, subaddr_r_sync;
	reg [31:0] d_fabric_in_sync;
	reg [9:0] addr_w_sync, addr_r_sync;
	reg [1:0] conf_sync;
	always @(posedge clk) begin
		d_fabric_in_sync <= d_fabric_in;
		csb0_sync <= csb || web;
		web0_sync <= web;
		csb1_sync <= csb || reb;
		addr_w_sync <= addr_w;
		addr_r_sync <= addr_r;
		conf_sync <= conf;
	end
	assign baseaddr_w_sync = addr_w_sync[7:0];
	assign baseaddr_r_sync = addr_r_sync[7:0];
	assign subaddr_w_sync = addr_w_sync[9:8];
	assign subaddr_r_sync = addr_r_sync[9:8];
	bl_mask_8_32 bl_mask_1 (
		.addr(subaddr_w_sync),
		.conf(conf_sync),
		.mask(w_mask)
	);	
	input_shifter_8_32 input_shifter_1 (
		.D(d_fabric_in_sync),
		.conf(conf_sync),
		.din(d_sram_in)
	);
	reg [1:0] conf_stage_2;
	reg [1:0] subaddr_r_stage_2;
	always @(posedge clk) begin
		conf_stage_2 <= conf_sync;
		subaddr_r_stage_2 <= subaddr_r_sync;
	end
	reg [31:0] d_sram_out_stage_3;
	reg [1:0] conf_stage_3;
	reg [1:0] subaddr_r_stage_3;
	always @(posedge clk) begin
		d_sram_out_stage_3 <= d_sram_out;
		conf_stage_3 <= conf_stage_2;
		subaddr_r_stage_3 <= subaddr_r_stage_2;
	end
	wire [31:0] d_fabric_out_noreg;
	reg [31:0] d_fabric_out_reg;
	output_shifter_8_32 output_shifter_1 (
		.D(d_sram_out_stage_3),
		.conf(conf_stage_3),
		.addr(subaddr_r_stage_3),
		.dout(d_fabric_out_noreg)
	);
	always @(posedge clk) begin
		d_fabric_out_reg <= d_fabric_out_noreg;
	end
	assign d_fabric_out = out_reg ? d_fabric_out_reg : d_fabric_out_noreg;
endmodule
module unit_SRAM_8k_8_32 (
	input clk,
	input [31:0] d_fabric_in,
	input csb,
	input web,
	input reb,
	input [9:0] addr_w, addr_r,
	input [1:0] conf,
	input out_reg,
	output [31:0] d_fabric_out,
);
	wire [31:0] d_sram_in, d_sram_out;
	wire [3:0] w_mask;
	wire csb0_sync, csb1_sync, web0_sync;
	wire [7:0] baseaddr_w_sync, baseaddr_r_sync;
	wire [31:0] d_out0_dummy;
	sram_ifc_8_32 ifc (
		.clk(clk),
		.d_fabric_in(d_fabric_in),
		.csb(csb),
		.web(web),
		.reb(reb),
		.addr_w(addr_w),
		.addr_r(addr_r),
		.conf(conf),
		.out_reg(out_reg),
		.d_sram_in(d_sram_in),
		.w_mask(w_mask),
		.d_sram_out(d_sram_out),
		.d_fabric_out(d_fabric_out),
		.csb0_sync(csb0_sync),
		.web0_sync(web0_sync),
		.csb1_sync(csb1_sync),
		.baseaddr_w_sync(baseaddr_w_sync), 
		.baseaddr_r_sync(baseaddr_r_sync)
	);
	sram_1rw1r_32_256_8_sky130 sram_macro (
		.clk0(clk),
		.csb0(csb0_sync),
		.web0(web0_sync),
		.wmask0(w_mask),
		.addr0(baseaddr_w_sync),
		.din0(d_sram_in),
		.dout0(d_out0_dummy),
		.clk1(clk),
		.csb1(csb1_sync),
		.addr1(baseaddr_r_sync),
		.dout1(d_sram_out)
	);
endmodule
==> /design/flow/run.sh <==
#!/bin/bash
# OpenROAD 26Q1-2900-gdf79404cd8, Yosys 0.63+post, stock flow scripts
make -C /OpenROAD-flow-scripts/flow DESIGN_CONFIG=/design/flow/config.mk WORK_HOME=/design/flow/orfs finish
==> /design/flow/config.mk <==
export PLATFORM = sky130hd
export DESIGN_NAME = unit_SRAM_8k_8_32
export DESIGN_NICKNAME = unit_SRAM_8k_8_32
export VERILOG_FILES = /design/flow/design.v
export SDC_FILE = /design/flow/constraint.sdc
export NUM_CORES = 4
export LEC_CHECK = 1
export CORE_UTILIZATION = 40
export SYNTH_MEMORY_MAX_BITS = 65536
==> /design/flow/constraint.sdc <==
current_design unit_SRAM_8k_8_32

set clk_period 237.4
set clk_io_pct 0.2

create_clock -name clk0 -period $clk_period [get_ports {clk}]

set non_clock_inputs [all_inputs -no_clocks]
set_input_delay [expr $clk_period * $clk_io_pct] -clock clk0 $non_clock_inputs
set_output_delay [expr $clk_period * $clk_io_pct] -clock clk0 [all_outputs]
==> results_dict.tcl <==
# place-and-route summary
set metrics [dict create \
    holdBufCountCts 0 \
    path_buffers 7 \
    cts_sinks 8408 \
    final_cells 37100 \
    htreeDepth 6 \
    top_cell_area_share_pct 76.3 \
    numCtsBuffers 856 \
    grt_pass1_wl_mm 1430 \
    synth.cell_area_mm2 0.324 \
    cts_tree "yes" \
    crit_chain "buf_4 > buf_4 > buf_4 > buf_4 > buf_4 > buf_4 > buf_4 > mux4_2 > a22o_1 > a221oi_1 > o22ai_1 > nor3_1 > nor3_1" \
    drv_cap 0 \
    synth_seq_share_pct 77.4 \
    drc 0 \
    path_class "flip-flop to flip-flop" \
    power_leakage_nw 161 \
    pre_cts_ws_ns 110.71 \
    finalHoldViolations 0 \
    rsz0062_at_grt "false" \
    grt_pass1_vias 219000 \
    cpMaxStageDelayCell "nor3_1" \
    sequentialPowerShare_pct 44.7 \
    yosysTopAreaCell "edfxtp_1" \
    die-width_um 902 \
    endpoint_kind "flip-flop" \
    topCellsByArea "edfxtp_1, mux4_2, mux2i_1" \
    io_pins 91 \
    status "finished, violations left" \
    antenna_left 0 \
    syn_avg_cell_area_um2 20.1 \
    p_comb_share_pct 4.3 \
    dieArea_mm2 0.813 \
    cts_root_buf "clkbuf_16" \
    ys_async_sr_fraction_pct 0 \
    power_density_mw_per_mm2 9.26 \
    tightest_slew_ns 1.49 \
    grtUsageTotal_pct 27.6 \
    clkSlewWorstSetupHoldPaths_ns 0.06 \
    area_growth_pct 24.3 \
    cts_buffer_depth 4 \
    lay_top_count "inv_1" \
    cp_slowest_stage_delay_ns 0.95 \
    drive_gt1_share_pct 15.8 \
    netlist_instances 16100 \
    cpLargestDelayFamily "buffers and inverters" \
    yosys-stat-area_mm2 0.324 \
    ys_seq_elements 8408 \
    met2_usage_pct 35.4 \
    cp.arrival_ns 9.09 \
    synth.distinct_cells 71 \
    cp_max_fo 43 \
    grt_max_degree 100 \
    clk_latency_ns 1.19 \
    hpwl_mm 666 \
    rrSetupSlack_ns 110.41 \
    setup_violations 0 \
    seq_area_mm2 0.251 \
    io_buffers 90 \
    largest_reg_flops 8192 \
    tns_ns 0 \
    drt-total-wl_mm 1020 \
    lay_top_cells "inv_1, edfxtp_1, mux4_2" \
    ff_type "edfxtp_1" \
    post_cts_buffers 0 \
    fin_ws_ns 110.41 \
    drt_iter0_drc 13400 \
    tool_warnings 1028 \
    clock_skew_ns 0.136 \
    grt_use_met3_pct 27.9 \
    failed_checks "slew limit" \
    postPlaceCellArea_mm2 0.342 \
    hold_ws_ns 0.305 \
    gp_congestion 0.971 \
    ys_cells 16100 \
    use_met1_pct 27.7 \
    drt_first_pass_iters 8 \
    core_area_mm2 0.807 \
    yosys_warnings 4 \
    peakVddDrop_v 0.00000946 \
    vias_per_cell 5.24 \
    clock_power_share_pct 51.1 \
    rows 330 \
    crit_path_frequent_cell "buf_4" \
    vias 194000 \
    grt_most_used_layer "met2" \
    p_sw_mw 1.03 \
    hold_class "flip-flop to flip-flop" \
    cts_resized 0 \
    die_h_um 902 \
    edf_count 8224 \
    stdcell_area_mm2 0.402 \
    p_int_mw 2.70 \
    logic_area_mm2 0.0684 \
    fp_util_pct 40.1 \
    start_kind "flip-flop" \
    finalMaxSlewViolations 1 \
    antenna_found_initial 104 \
    grt-ovfl-total 0 \
    max_slew_margin_pct -0.229 \
    num-fill-cells 64300 \
    required_ns 119.50 \
    dpl.cell_count 27100 \
    wire_per_inst_um 27.6 \
    swShare_pct 27.6 \
]
## metal layers
| metal | part of all wire [%] | up-vias |
|---|---|---|
| met2 | 44 | 12400 |
| met5 | 0.75 | - |
| met1 | 30 | 94000 |
| met4 | 4.9 | 166 |
| li1 | - | 85500 |
| met3 | 21 | 1992 |
## cell type report
type	instances	share of cell area, %
Sequential cell	8408	62.3
Multi-Input combinational cell	6724	17.0
Clock inverter	8886	9.39
Clock buffer	891	5.48
Tap cell	10800	3.36
Timing Repair Buffer	1160	2.30
Antenna cell	198	0.123
Inverter	4	0.00560
## Yosys cell counts, types with 27 or more instances
cell type / number
a221oi_1: 84
mux2i_1: 1193
nor3_1: 301
a31oi_1: 27
o21ai_0: 148
dfxtp_1: 184
mux4_2: 1474
nand4_1: 61
a22oi_1: 346
nor2_1: 1243
nand2b_1: 51
a211oi_1: 98
buf_1: 76
nand2_1: 433
a22o_1: 49
clkbuf_1: 476
nor4_1: 96
nand3_1: 97
edfxtp_1: 8224
o22ai_1: 372
mux2_2: 94
buf_2: 229
buf_6: 81
or3_1: 29
o221ai_1: 217
a21oi_1: 154
buf_4: 102
## stage by stage
stage / util [%] / power [mW]
floorplan: - / 1.97
global placement: 42.3 / 2.04
detailed placement: 42.4 / 2.04
CTS: 49.8 / 3.78
global route: 49.8 / 3.95
finish: 49.9 / 3.73
## cell families after synthesis
family | synth area share, %
AND-OR/OR-AND | 3.42
multiplexers | 14.3
AND/OR/NAND/NOR | 3.19
buffers and inverters | 1.67
flip-flops | 77.4
## power by group through the flow
stage	Sequential (mW)	Clock (mW)	Combinational (mW)
after CTS	1.66	1.96	0.156
after global routing	1.66	2.12	0.167
final	1.66	1.90	0.159
## worst paths after layout
kind                            from                      end  cells after the start
min reg2reg       ifc.addr_w_sync[4]  sram_macro.addr0_reg[4]                      0
max reg2reg  sram_macro.addr1_reg[1]     sram_macro.dout1[29]                     13
min               ifc.addr_w_sync[4]  sram_macro.addr0_reg[4]                      0
max          sram_macro.addr1_reg[1]     sram_macro.dout1[29]                     13
Power and IR drop assume default switching activity.
